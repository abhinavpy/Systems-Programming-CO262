**design/flow/run.sh**
```bash
#!/bin/bash
# OpenROAD 26Q1-2900-gdf79404cd8, Yosys 0.63+post, stock flow scripts
make -C /OpenROAD-flow-scripts/flow DESIGN_CONFIG=/design/flow/config.mk WORK_HOME=/design/flow/orfs finish
```
**design/flow/constraint.sdc**
```tcl
current_design mux_4x1

set clk_period 1.0
set clk_io_pct 0.2

create_clock -name clk0 -period $clk_period

set non_clock_inputs [all_inputs -no_clocks]
set_input_delay [expr $clk_period * $clk_io_pct] -clock clk0 $non_clock_inputs
set_output_delay [expr $clk_period * $clk_io_pct] -clock clk0 [all_outputs]
```
**design/flow/design.v**
```verilog
module mux_2x1(i0, i1, select, out);
	input [31:0] i0, i1;
	input select;
	output [31:0] out;
	assign out = (select)?i1:i0;
endmodule
module mux_4x1(i0, i1, i2, i3, select, out);
	input [31:0] i0,i1,i2,i3;
	input [1:0] select;
	output [31:0] out;
	wire [31:0] out1, out2;
	mux_2x1 m1(i0, i1, select[0], out1);         
	mux_2x1 m2(i2, i3, select[0], out2);
	mux_2x1 m3(out1, out2, select[1], out);
endmodule
```
**design/flow/config.mk**
```make
export PLATFORM = sky130hd
export DESIGN_NAME = mux_4x1
export DESIGN_NICKNAME = mux_4x1
export VERILOG_FILES = /design/flow/design.v
export SDC_FILE = /design/flow/constraint.sdc
export NUM_CORES = 4
export LEC_CHECK = 1
export CORE_AREA = 10 10 84 84
export DIE_AREA = 0 0 94 94
```
==> impl_metrics.yaml <==
# flow metrics
finish:
  layout.filler_cells: 530
  layout.sequential_cells: 0
  area_growth_pct: 191
  final_area_sq_mm: 0.00237
  clock_buffers: 0
  layout-drive-gt1-share: 0.373
  ff_latch_area_sq_um: 0
global_routing:
  grt_pass1_vias: 1412
  grt_use_met3: 0.0565
  wire_length_of_the_first_global_routing_pass_um: 9530
  globalRoute.totalOverflow: 0
  grt_util_met2: 0.269
  antenna_violations_before_repair: 2
  most_congested_layer_reported_by_global_routing: "met2"
  grt_start_max_net_pins: 17
  gr-usage-met1: 0.170
  gr-usage-all-layers: 0.148
setup_path:
  cp-start-kind: "input pin"
  required_ps: 800
  crit_path_from: "select[0]"
  path_class: "in -> out"
  critPathCaptureType: "output port"
  worstSetupEndpoint: "out[5]"
  arrival_ps: 1100
  critPathMaxFanout: 7
yosys:
  yosys_instances: 39
  postSynthSeqShare: 0
  yosysWarningCount: 0
  yosysChipArea_sq_um: 815
  post_synth_inst_count: 39
  synth.cell_area_sq_um: 815
  tally_of_unique_sky130hd_cells_used_after_synthesis: 5
  synth.avg_cell_area_sq_um: 20.9
pwr:
  cellPowerDensity_mw_per_mm2: 369
  p_leak_uw: 0.00114
  worst_ir_drop_vdd_mv: 0.183
  report.power.total_uw: 874
floorplanning:
  fp_util: 0.156
  core_area_sq_mm: 0.00520
  chipArea_sq_mm: 0.00884
  die_x_um: 94
  num_rows: 26
  die_h_um: 94
  floorplan.io_pins: 162
drt:
  drt_pass_1_iters: 3
  drc_errors: 0
  ant_nets: 0
  wirelength_um: 6670
  viasPerCell: 4.37
  num_vias: 1206
  detailed_route_wire_length_per_cell_um: 24.2
  drt-initial-drc-count: 21
placed_design:
  dp_hpwl_um: 5690
  gp_congestion: 0.871
  detailed_place.area_sq_mm: 0.00249
  io_buffers: 162
worst_hold_path:
  hp-class: "in -> out"
  hold_path_startpoint: "i3[14]"
final_timing:
  slew_headroom: 0.927
  final-hold-violation-count: 0
  fin_ws_ps: -301
  finalWorstPathRequiredPeriod_ps: 1300
  setup_viol_count_final: 32
  timing.setup.tns_ps: -9210
  worst_pin_slew_ps: 109
  min_period_over_period: 1.30
  fin_worst_hold_slack_ps: 883
  max_freq_ghz: 0.769
  unrepaired_setup_endpoints_after_global_routing: "true"
  slew_viol_final: 0
outcome:
  status: "finished with violations"
  failing_checks: "negative setup slack"
flow_run:
  max_cap_viol: 0
  log.warning_count: 35
clocking:
  postCtsSetupBuffers: 0
==> through the flow <==
stage / setup slack [ps] / instances / utilization
after global routing: -348 / 275 / 0.454
after CTS: -318 / 274 / 0.454
after floorplan: -91.6 / 39 / -
after global placement: -913 / 268 / 0.478
final: -301 / 276 / 0.455
after detailed placement: -906 / 268 / 0.478
==> cells by family (layout without fill, tap and decap cells) <==
kind of cell | after synthesis | count (layout) | share of synthesized area
mux | 32 | 32 | 0.894
other cells | 0 | 2 | 0
buf+inv | 7 | 172 | 0.106
==> area by class of cell <==
class / instances / area [sq um] / share of cell area
tap: 70 / 87.6 / 0.0370
multi-input combinational: 32 / 721 / 0.304
timing repair buffer: 172 / 1550 / 0.656
antenna: 2 / 5.00 / 0.00211
==> how the worst min path moves through the flow <==
| stage | cells after the start | end | slack (ps) |
|---|---|---|---|
| final | 3 | out[14] | 880 |
| after global routing | 3 | out[14] | 900 |
| after CTS | 3 | out[9] | 880 |
==> synthesized netlist by cell type <==
cell type | n | area (sq um)
sky130_fd_sc_hd__mux4_1 | 2 | 52.6
sky130_fd_sc_hd__buf_12 | 3 | 60.1
sky130_fd_sc_hd__buf_6 | 1 | 11.3
sky130_fd_sc_hd__buf_2 | 3 | 15.0
sky130_fd_sc_hd__mux4_2 | 30 | 676
==> cell usage in the layout, fill, tap and decap left out <==
cell type                       instances
sky130_fd_sc_hd__dlygate4sd2_1        128
sky130_fd_sc_hd__buf_16                 6
sky130_fd_sc_hd__buf_4                  2
sky130_fd_sc_hd__bufbuf_16              1
sky130_fd_sc_hd__buf_2                 32
sky130_fd_sc_hd__buf_12                 3
sky130_fd_sc_hd__diode_2                2
sky130_fd_sc_hd__mux4_2                32
==> per-layer routing <==
layer,wire length (um),share of wire
met5,0,0
met4,27,0.0040
met3,631,0.095
met2,3760,0.56
met1,2260,0.34
==> what timing repair did <==
action,CTS,global route
hold buffers,0,0
endpoints found under the setup margin,32,32
gates resized,255,0
cloned,6,0
==> worst max-delay path, stage by stage <==
cell and delay (ps):
sky130_fd_sc_hd__buf_16 140, sky130_fd_sc_hd__buf_12 140, sky130_fd_sc_hd__mux4_2 490, sky130_fd_sc_hd__buf_2 140
==> report_power, final <==
| part | switching (uW) | leakage [uW] | total [uW] | internal [uW] |
|---|---|---|---|---|
| logic | 230 | 0.00114 | 874 | 644 |
| registers | 0 | 0 | 0 | 0 |
| clock network | 0 | 0.0000000127 | 0.000267 | 0.000267 |
| total | 230 | 0.00114 | 874 | 644 |
Power is estimated from default activity; no workload was simulated.
