==> config.mk <==
export PLATFORM = sky130hd
export DESIGN_NAME = register
export DESIGN_NICKNAME = register
export VERILOG_FILES = /design/flow/design.v
export SDC_FILE = /design/flow/constraint.sdc
export NUM_CORES = 4
export LEC_CHECK = 1
export CORE_UTILIZATION = 40
==> run.sh <==
#!/bin/bash
# OpenROAD 26Q1-2900-gdf79404cd8, Yosys 0.63+post, stock flow scripts
make -C /OpenROAD-flow-scripts/flow DESIGN_CONFIG=/design/flow/config.mk WORK_HOME=/design/flow/orfs finish
==> design.v <==
module register(clk,rdata1,rdata2,rr1,rr2,wr,data,reg_write);
	input wire clk;
	input [4:0]rr1,rr2,wr;
	input reg_write;
	input wire [63:0] data;
	output reg [63:0]rdata1,rdata2;
	reg [63:0] REG [31:0];
	integer my_int;
	integer i;
	initial begin
  	for (i = 0; i < 32; i = i + 1) 
  	begin
    		REG[i] = i;
  	end
	end
	always @(posedge clk ) 
	begin
		if(reg_write)
		begin
			my_int=wr;
			REG[my_int]<=data;
		end
	end
	integer my_int1;
	integer my_int2;
	always @(posedge clk) 
	begin
		my_int1=rr1;
		my_int2=rr2;
		rdata2<=REG[my_int2];
		rdata1<=REG[my_int1];
	end
endmodule  
==> constraint.sdc <==
current_design register

set clk_period 14.2
set clk_io_pct 0.2

create_clock -name clk0 -period $clk_period [get_ports {clk}]

set non_clock_inputs [all_inputs -no_clocks]
set_input_delay [expr $clk_period * $clk_io_pct] -clock clk0 $non_clock_inputs
set_output_delay [expr $clk_period * $clk_io_pct] -clock clk0 [all_outputs]
==> metrics.log <==
[report] implementation figures
INFO  metric enable_flop_cells = 2,048
INFO  metric chipHeight = 494 µm
INFO  metric hpwlAfterDp = 169,000 µm
INFO  metric drt-pass1-iter-count = 5
INFO  metric numPortBuffers = 208
INFO  metric launching_element_type_of_the_critical_path = input port
INFO  metric setup_slack = 8020 ps
INFO  metric layout_worst_path_cycle_share = 0.435
INFO  metric route.final.wire_length = 292,000 µm
INFO  metric synth.yosys.chip_area = 96,700 µm²
INFO  metric first_iter_violations = 3,012
INFO  metric final_layout_size_suffix_gt1_frac = 0.356
INFO  metric fp_util = 0.402
INFO  metric timing_max_transition_violations_final = 0
INFO  metric track_usage = 0.269
INFO  metric synth_flop_count = 2,176
INFO  metric numCtsBuffers = 223
INFO  metric core_area = 240,000 µm²
INFO  metric critPathCaptureType = flip-flop
INFO  metric syn-instance-count = 4,441
INFO  metric place_worst_setup_slack = 6980 ps
INFO  metric synthDistinctLibCells = 39
INFO  metric holdBufCountCts = 0
INFO  metric worst-slew-pin-transition = 1030 ps
INFO  metric async_reset_ff_frac = 0
INFO  metric top_cell_area_share = 0.636
INFO  metric max_slew_margin = 0.310
INFO  metric global_route.overflow_total = 0
INFO  metric drc = 0
INFO  metric vdd.ir_drop.worst = 0.000125 V
INFO  metric clock_tree.root_cell = sky130_fd_sc_hd__clkbuf_16
INFO  metric vias = 50,600
INFO  metric finalSetupTns = 0 ps
INFO  metric worst_ep_required_time = 14,930 ps
INFO  metric finalPower = 14.4 mW
INFO  metric rsz0062_at_grt = false
INFO  metric synth_top_flop_cell = sky130_fd_sc_hd__edfxtp_1
INFO  metric syn-mean-instance-area = 21.8 µm²
INFO  metric die_w = 494 µm
INFO  metric r2r_setup_slack = 12,290 ps
INFO  metric route.detailed.vias_per_inst = 6.18
INFO  metric htree_depth = 4
INFO  metric drv_cap = 0
INFO  metric utilization = 0.462
INFO  metric synth_sequential_area_ratio = 0.663
INFO  metric power.density = 130 nW/µm²
INFO  metric die_area = 244,000 µm²
INFO  metric synth_stat.cells = 4,441
INFO  metric clk_pin_slew = 60 ps
INFO  metric grt_antenna_before_repair = 15
INFO  metric clk-insertion-delay-late = 870 ps
INFO  metric post-cts-setup-buffer-count = 0
INFO  metric tool_warnings = 26
INFO  metric critPathKind = input port to flip-flop
INFO  metric final_critical_path_required_period = 6180 ps
INFO  metric gp_congestion = 0.867
INFO  metric cts_tree = built
INFO  metric wl_per_cell = 35.7 µm
INFO  metric syn-cell-area = 96,700 µm²
INFO  metric grt_start_max_net_pins = 93
INFO  metric wire_length_of_the_first_global_routing_pass = 417,000 µm
INFO  metric synth_top_cell_by_area = sky130_fd_sc_hd__edfxtp_1
INFO  metric outcome = completed
INFO  metric cts-resized-gates = 0
INFO  metric maxClockFrequency = 162 MHz
INFO  metric report.final.hold_viol_count = 0
INFO  metric finalSetupViolations = 0
INFO  metric via_count_of_the_first_global_routing_pass = 57,200
INFO  metric ys.warnings.count = 1
INFO  metric area_leaders = sky130_fd_sc_hd__edfxtp_1 (64%), sky130_fd_sc_hd__mux4_2 (24%), sky130_fd_sc_hd__mux2i_1 (3.7%)
INFO  metric row_count = 180
INFO  metric final_common_cell = sky130_fd_sc_hd__edfxtp_1
INFO  metric layout_top_cells = sky130_fd_sc_hd__edfxtp_1 (2,048), sky130_fd_sc_hd__mux4_2 (1,039), sky130_fd_sc_hd__mux2i_1 (362)
INFO  metric biggest_fanout_along_the_worst_timing_path = 61
INFO  metric top_level_ports = 209
INFO  metric layout-area-overhead-vs-synth = 14.8%
INFO  metric p_leak = 35.4 nW
INFO  metric data_arrival_time_of_the_critical_path = 6920 ps
INFO  metric worstHoldPathType = flip-flop to flip-flop
INFO  metric clockBufferDepth = 3
INFO  metric skew = 60.7 ps
INFO  metric num-fill-cells = 19,400
INFO  metric clock_sinks = 2,176
INFO  metric drt.antenna.violating_nets = 0
## stage by stage
stage	hold WS (ps)	instance area, µm²	std cells
floorplan	735	96700	4441
global placement	779	103000	7757
detailed placement	798	103000	7757
CTS	819	111000	8176
global route	861	111000	8179
finish	804	111000	8180
## routing by layer
layer	routed length, µm	share of wire	vias up	GRT usage
met5	253	0.00087	-	0.00783
met4	9240	0.032	24	0.0627
met3	57100	0.20	546	0.228
met2	137000	0.47	3799	0.388
met1	88500	0.30	25900	0.308
li1	-	-	20300	-
## power by group
group          internal, mW  total, mW  switching (mW)
clock                  3.53       6.06            2.52
sequential             7.13       7.20          0.0667
combinational         0.543       1.15           0.609
total                  11.2       14.4            3.20
## cells in the mapped netlist, drive strengths merged, types with 3 or more instances
master / count
nand2b: 4
nor2: 46
o22ai: 38
mux2i: 362
or3b: 3
a221oi: 93
a211oi: 6
dfxtp: 128
and3: 4
a32oi: 4
nand2: 87
o221ai: 4
nand3b: 5
a22oi: 18
and2: 5
o21a: 22
a21oi: 4
clkbuf: 92
nor2b: 19
a22o: 33
edfxtp: 2048
mux4: 1039
mux2: 56
a32o: 38
a2111oi: 4
a21o: 4
o41ai: 4
nor4: 4
a211o: 4
buf: 255
## kinds of logic (layout without fill, tap and decap cells)
family                 count (synthesis)  in the layout  synth area share
AOI/OAI and AO/OA                    276            276            0.0237
buffers and inverters                348            898            0.0189
DFF                                 2176           2176             0.663
muxes                               1457           1457             0.286
other                                  0              4                 0
and+or+nand+nor                      184            184           0.00857
## registers in the layout, summed over array words and instances (netlist names)
signal	cells
REG	2048
rdata1	64
rdata2	64
## critical path, stage by stage
cell                       delay [ps]
sky130_fd_sc_hd__buf_8            410
sky130_fd_sc_hd__buf_4            670
sky130_fd_sc_hd__buf_12           510
sky130_fd_sc_hd__buf_4            630
sky130_fd_sc_hd__buf_4            650
sky130_fd_sc_hd__mux4_2           570
sky130_fd_sc_hd__nor2b_1          150
sky130_fd_sc_hd__a211oi_1         230
sky130_fd_sc_hd__nor4_1            80
## area by class of cell
cell class              instances  area, µm²  share of cell area
diodes                          4       10.0           0.0000902
clock buffers                 283       6040              0.0544
clock inverters               136       1540              0.0139
inverters                       1       11.3            0.000101
multi-input cells            1917      31100               0.280
flip-flops and latches       2176      64100               0.577
well taps                    3185       3990              0.0359
repair buffers                478       4220              0.0380
## final timing paths
path / to / start / cells after the start
worst max-delay path: rdata1[38]$_DFF_P_ / rr1[0] / 9
worst min-delay path: rdata2[62]$_DFF_P_ / REG[12][62]$_DFFE_PP_ / 3
worst max register to register: rdata2[16]$_DFF_P_ / REG[20][16]$_DFFE_PP_ / 4
worst min register to register: rdata2[62]$_DFF_P_ / REG[12][62]$_DFFE_PP_ / 3
Power and IR drop assume default switching activity.
